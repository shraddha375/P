<file path="/design/flow/run.sh">
#!/bin/bash
# OpenROAD 26Q1-2900-gdf79404cd8, Yosys 0.63+post, stock flow scripts
make -C /OpenROAD-flow-scripts/flow DESIGN_CONFIG=/design/flow/config.mk WORK_HOME=/design/flow/orfs finish
</file>
<file path="/design/flow/config.mk">
export PLATFORM = sky130hd
export DESIGN_NAME = matrix_add_16
export DESIGN_NICKNAME = matrix_add_16
export VERILOG_FILES = /design/flow/design.v
export SDC_FILE = /design/flow/constraint.sdc
export NUM_CORES = 4
export LEC_CHECK = 1
export CORE_AREA = 10 10 156 156
export DIE_AREA = 0 0 166 166
</file>
<file path="/design/flow/constraint.sdc">
current_design matrix_add_16

set clk_period 13.2
set clk_io_pct 0.2

create_clock -name clk0 -period $clk_period

set non_clock_inputs [all_inputs -no_clocks]
set_input_delay [expr $clk_period * $clk_io_pct] -clock clk0 $non_clock_inputs
set_output_delay [expr $clk_period * $clk_io_pct] -clock clk0 [all_outputs]
</file>
<file path="/design/flow/design.v">
module matrix_add_16(a1, a2, a3, a4, a5, a6, a7, a8, a9, a10, a11, a12, a13, a14, a15, a16, out);
 input [15:0] a1;
 input [15:0] a2;
 input [15:0] a3;
 input [15:0] a4;
 input [15:0] a5;
 input [15:0] a6;
 input [15:0] a7;
 input [15:0] a8;
 input [15:0] a9;
 input [15:0] a10;
 input [15:0] a11;
 input [15:0] a12;
 input [15:0] a13;
 input [15:0] a14;
 input [15:0] a15;
 input [15:0] a16;
 output [127:0] out; 
 assign out[127:112]  = a1 + a2;
 assign out[111:96]  = a3 + a4;
 assign out[95:80]  = a5 + a6;
 assign out[79:64]  = a7 + a8; 
 assign out[63:48]  = a9 + a10;
 assign out[47:32]  = a11 + a12;
 assign out[31:16]  = a13 + a14;
 assign out[15:0]  = a15 + a16; 
endmodule
</file>
==> results.json <==
{
  "grt_setup_unrepaired": "no",
  "cp.required_ns": 10.56,
  "status": "complete, no violations",
  "whs_endpoint": "out[96]",
  "vias": 6241,
  "overflow": 0,
  "grt_pass1_vias": 6319,
  "ys_cells": 673,
  "worst_hold_slack_ns": 6.31,
  "seq_area_frac_synth": 0,
  "place_ws_ns": 4.73,
  "crit_buf_inv": 2,
  "initialDrtViolationCount": 165,
  "utilization": 0.442,
  "p_int_mw": 0.314,
  "leakage_nw": 4.00,
  "critPathKind": "input port to output pin",
  "switching_share": 0.361,
  "pwr-share-seq": 0,
  "flops": 0,
  "cp-start-kind": "input port",
  "worst_path_max_delay_cell": "clkdlybuf4s50_1",
  "drc_errors": 0,
  "setup_slack_ns": 4.80,
  "totalWireLength_um": 22100,
  "drv_cap": 0,
  "antenna_left": 0,
  "report.final.hold_viol_count": 0,
  "die_w_um": 166,
  "nClkBuffers": 0,
  "area_delta_synth_final_pct": 81.6,
  "place.detailed.hpwl_um": 20400,
  "gp_congestion": 0.879,
  "std_cell_rows": 53,
  "antenna_found_initial": 1,
  "cpLargestDelayFamily": "AND-OR/OR-AND gates",
  "ioPinCount": 384,
  "first_pass_iters": 4,
  "p_comb_frac": 1.000,
  "fin_crit_sh": 0.636,
  "path_cells": "clkdlybuf4s50_1, ha_1, fa_1, a21oi_1, o21ai_0, a21oi_1, o21ai_0, a2111oi_0, a21oi_1, xor2_1, clkdlybuf4s50_1",
  "fill_cells": 2130,
  "flop_area_um2": 0,
  "syn_area_per_cell_um2": 7.59,
  "worst_pin_slew_ns": 0.557,
  "track_usage": 0.152,
  "place_inst": 1327,
  "core_area_um2": 21000,
  "end_kind": "output pin",
  "ys_area_um2": 5110,
  "fin_crit_ns": 8.40,
  "mi_logic_area_um2": 5000,
  "hp-start": "a4[0]",
  "max_stage_delay_ns": 0.54,
  "die_h_um": 166,
  "drive_above_1_share": 0.0143,
  "wl_per_cell_um": 16.7,
  "fp_util": 0.243,
  "hold_depth": 3,
  "grt_pass1_wl_um": 34400,
  "switching_power_mw": 0.177,
  "openroad.warnings": 32,
  "placed_area_um2": 9280,
  "crit_top_cell": "a21oi_1",
  "postCtsHoldBufs": 0,
  "synth_cell_types": 54,
  "powerDensity_nw_per_um2": 53.0,
  "power.total_mw": 0.492,
  "fin_setup_tns_ns": 0,
  "synthesis.area_um2": 5110,
  "cp.arrival_ns": 5.76,
  "relSlewSlack": 0.626,
  "portBuffers": 384,
  "vias_per_cell": 4.70,
  "peakVddDrop_v": 0.0000244,
  "p_clk_frac": 0,
  "die_area_um2": 27600,
  "postCtsSetupBuffers": 0,
  "final_cells": 1328,
  "hold_path.class": "input port to output pin",
  "cts_resized": 0,
  "setup_violations": 0,
  "fmax_ghz": 0.119,
  "postLayoutCellArea_um2": 9280,
  "yosysWarnings": 0,
  "syn_inst": 673,
  "grt_start_max_net_pins": 9,
  "slew_violations": 0,
  "worstPathMaxFanout": 3
}
power groups by stage:
stage | sequential, mW | combinational (mW) | clock (mW)
4_1_cts | 0 | 0.501 | 0
5_1_grt | 0 | 0.544 | 0.0000000102
6_report | 0 | 0.492 | 0.0000000102
cells by family (layout without fill, tap and decap cells):
logic type               after synthesis  count (layout)  share of synthesized area
XOR/XNOR                             114             114                      0.195
AND/OR/NAND/NOR                      156             156                      0.149
other                                  0               1                          0
adder cells (fa/ha/maj)              128             128                      0.325
AND-OR/OR-AND                        247             247                      0.310
buffers and inverters                 28             407                     0.0206
synth_stat cells, drive strengths merged (3+ instances only):
master,n,area (µm²)
and3,6,38.8
o21bai,11,82.6
o21ai,43,215
a21oi,88,448
o21a,8,60.1
inv,23,86.3
clkbuf,5,18.8
nand2b,10,62.6
xnor2,73,639
nand2,33,124
nor3,10,50.1
a31o,4,35.0
xor2,41,359
a211oi,9,82.6
nor2,48,180
o31a,3,26.3
nor3b,4,30.0
a2111oi,4,35.0
a21o,48,363
nand3,16,80.1
ha,120,1500
o31ai,6,45.0
fa,8,160
or3,6,37.5
a31oi,4,25.0
nor2b,6,37.5
nand4,6,37.5
placed cells by master (no fill, tap or decap), types with 4 or more instances in the layout:
| cell | Yosys | final |
|---|---|---|
| a2111oi_0 | 4 | 4 |
| a211oi_1 | 6 | 6 |
| a21o_1 | 46 | 46 |
| a21oi_1 | 86 | 86 |
| a31o_2 | 4 | 4 |
| a31oi_1 | 4 | 4 |
| and3_1 | 5 | 5 |
| clkdlybuf4s50_1 | 0 | 384 |
| fa_1 | 8 | 8 |
| ha_1 | 120 | 120 |
| inv_1 | 23 | 23 |
| nand2_1 | 33 | 33 |
| nand2b_1 | 10 | 10 |
| nand3_1 | 16 | 16 |
| nand4_1 | 6 | 6 |
| nor2_1 | 48 | 48 |
| nor2b_1 | 6 | 6 |
| nor3_1 | 10 | 10 |
| nor3b_1 | 4 | 4 |
| o21a_1 | 8 | 8 |
| o21ai_0 | 40 | 40 |
| o21bai_1 | 11 | 11 |
| o31ai_1 | 6 | 6 |
| or3_1 | 6 | 6 |
| xnor2_1 | 73 | 73 |
| xor2_1 | 41 | 41 |
worst max path at each step:
stage | endpoint | slack [ns] | cells past startpoint | startpoint
4_1_cts | out[126] | 4.71 | 11 | a1[0]
5_1_grt | out[126] | 4.50 | 11 | a1[0]
6_report | out[126] | 4.80 | 11 | a1[0]
layer usage:
metal / vias to the layer above / part of all wire / track usage
li1: 3277 / - / -
met1: 2732 / 0.40 / 0.169
met2: 224 / 0.49 / 0.275
met3: 8 / 0.10 / 0.0602
met4: 0 / 0.0071 / 0.0139
met5: - / 0 / 0
cell type report:
cell class,instances,share of cell area
Antenna cell,1,0.000270
Inverter,23,0.00930
Multi-Input combinational cell,645,0.539
Tap cell,275,0.0371
Timing Repair Buffer,384,0.414
Power and IR drop assume default switching activity.
